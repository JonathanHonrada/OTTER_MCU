[./run.sh]
#!/bin/bash
# OpenROAD 26Q1-2900-gdf79404cd8, Yosys 0.63+post, stock flow scripts
make -C /OpenROAD-flow-scripts/flow DESIGN_CONFIG=/design/flow/config.mk WORK_HOME=/design/flow/orfs finish
[./config.mk]
export PLATFORM = sky130hd
export DESIGN_NAME = OTTER_ALU
export DESIGN_NICKNAME = OTTER_ALU
export VERILOG_FILES = /design/flow/design.v
export SDC_FILE = /design/flow/constraint.sdc
export NUM_CORES = 4
export LEC_CHECK = 1
export CORE_UTILIZATION = 50
[./constraint.sdc]
current_design OTTER_ALU

set clk_period 14.0
set clk_io_pct 0.2

create_clock -name clk0 -period $clk_period

set non_clock_inputs [all_inputs -no_clocks]
set_input_delay [expr $clk_period * $clk_io_pct] -clock clk0 $non_clock_inputs
set_output_delay [expr $clk_period * $clk_io_pct] -clock clk0 [all_outputs]
[./design.v]
`timescale 1ns / 1ps
module OTTER_ALU(
    input logic [31:0] A,
    input logic [31:0] B,
    input logic [3:0] alu_fun,
    output logic [31:0] out
    );
always_comb
    begin
        case(alu_fun)
            4'b0000:  
                begin
                out = A + B;
                end
            4'b1000:  
                begin
                out = A - B;
                end
            4'b0110:  
                begin
                out = A | B;
                end
            4'b0111:  
                begin
                out = A & B;
                end
            4'b0100:  
                begin
                out = A ^ B;
                end
            4'b0101:  
                begin
                out = A >> B[4:0];
                end
            4'b0001:  
                begin
                out = A << B[4:0];
                end
            4'b1101:  
                begin
                out = $signed(A) >>> B[4:0];
                end
            4'b0010:  
                begin
                    out = ($signed(A) < $signed(B))?1 : 0;
                end
            4'b1011:  
                begin
                out = (A < B)?1 : 0;
                end
            4'b1001:  
                begin
                out = A;
                end
            default:  
                begin
                out = A + B;
                end
        endcase
    end    
endmodule
==> impl_metrics.py <==
# Generated from Yosys and OpenROAD reports
metrics = {
    "outcome": {
        "status": "finished clean",
    },
    "synth": {
        "top_cells_by_count": "151 x nor2_1, 124 x a21oi_1, 99 x nand2_1, 97 x ha_1, 92 x inv_1",
        "yosysChipArea_sq_mm": 0.008713,
        "top_cells_by_area": "ha_1 14%, mux4_2 11%, a21oi_1 7.1%",
        "synthDistinctLibCells": 82,
        "netlist_area_sq_mm": 0.008713,
        "yosys_cells": 1273,
        "synth_area_per_cell_sq_um": 6.845,
        "synth_top_cell_by_area": "ha_1",
        "top_area_frac": 0.1393,
        "synthCells": 1273,
        "ys_seq_share": 0,
        "top_cell": "nor2_1",
        "synth_warnings": 1,
    },
    "layout": {
        "flops": 0,
        "clkbuf_count": 0,
        "flop_area_sq_um": 0,
        "fin_util": 0.5757,
        "syn_to_final_growth_pct": 11.11,
        "drive_above_1_share": 0.08611,
    },
    "floorplan": {
        "fp_util": 0.5181,
        "ioPinCount": 100,
        "die-area_sq_mm": 0.01796,
        "chipHeight_um": 134.0,
        "die_x_um": 134.0,
        "num_rows": 47,
        "coreArea_sq_mm": 0.01682,
    },
    "hold_path": {
        "hold_class": "in2out",
    },
    "timing": {
        "tightest_slew_ps": 894.0,
        "fin_crit_sh": 0.7139,
        "slew-limit-headroom": 0.3977,
        "final-hold-violation-count": 0,
        "finalSetupViolCount": 0,
        "fin_tns_setup_ps": 0,
        "slew_violations": 0,
        "rsz0062_at_grt": "false",
        "fmax_mhz": 100.1,
        "fin_crit_ps": 9994,
    },
    "critical_path": {
        "worstPathRequired_ps": 11200,
        "worstSetupEndpointType": "primary output",
        "endpoint": "out[25]",
        "path_class": "in2out",
        "cp.arrival_ps": 7190,
        "startpoint": "alu_fun[0]",
        "start_kind": "input pin",
        "crit_fanout": 14,
    },
    "job": {
        "cap_viol_max_count": 0,
        "warnings": 98,
    },
    "detailed_routing": {
        "diodes": 0,
        "drt-initial-drc-count": 1219,
        "drc_errors": 0,
        "firstDrtPassIters": 6,
        "wl_per_cell_um": 24.95,
        "drt-total-wl_mm": 37.65,
        "via_per_inst": 7.066,
        "dr_total_vias": 10663,
        "postRouteAntennaNets": 0,
    },
    "place": {
        "gp_congestion": 1.100,
        "port_buffers": 100,
        "dp_hpwl_mm": 28.71,
    },
    "cts": {
        "postCtsHoldBufs": 0,
        "post_cts_buffers": 0,
        "cts_resized": 0,
    },
    "global_route": {
        "grt_pass1_vias": 9620,
        "antenna_found_initial": 1,
        "grt_max_degree": 74,
        "grt_pass1_wl_mm": 56.95,
        "overflow": 0,
        "grt_use_total": 0.4214,
    },
    "power_and_ir_drop": {
        "irDropWorstVdd_mv": 0.03395,
        "power_density_mw_per_mm2": 43.18,
        "p_leak_nw": 3.994,
    },
}
## cells by family after synthesis
family / Yosys count / share of synthesized area
multiplexers: 99 / 0.1798
AND-OR/OR-AND: 481 / 0.3725
AND/OR/NAND/NOR: 384 / 0.1999
buffers and inverters: 199 / 0.09291
XOR/XNOR: 11 / 0.01106
adder cells (fa/ha/maj): 99 / 0.1439
## layer usage
metal  wire [um]  global-route usage
met1       15420              0.6178
met3        4668             0.08488
met2       16200              0.6226
met5           0                   0
met4        1362              0.1386
## critical path: stages
cell	delay (ps)
clkdlybuf4s50_1	730
nor2b_1	580
and3_1	410
nand3_1	560
and2_1	510
and3_1	180
a31oi_1	390
nor2_1	70
a31o_1	190
a211oi_1	250
clkdlybuf4s50_1	520
## layout make-up
type,instances,area [sq um]
fill,1641,7137
inverter,94,352.8
tap,220,275.3
multi-input combinational,1074,7918
timing repair buffer,121,1136
## per-stage QoR
step	hold slack, ps	cell area (sq um)	worst slack (ps)	cells	power [mW]
final	6771	9682	4006	1509	0.4181
after global routing	6808	9682	3826	1509	0.4469
after CTS	6752	9682	4139	1509	0.4062
after detailed placement	6747	9682	4144	1509	0.4032
after global placement	6738	9682	4177	1509	0.4052
after floorplan	5694	8713	5083	1273	0.2546
## where the power goes
part           switching (mW)  internal [mW]  leakage, nW
registers                   0              0            0
logic                   0.243          0.175         3.99
clock network               0              0            0
total                   0.243          0.175         3.99
## how the worst min path moves through the flow
stage / startpoint / endpoint / slack, ps / cells after the start
5_1_grt: B[4] / out[11] / 6810 / 5
4_1_cts: B[4] / out[11] / 6750 / 5
6_report: B[4] / out[11] / 6770 / 5
## placed cells by master (no fill, tap or decap), drive strengths merged, types with 23 or more instances in the layout
cell           instances
a21oi                124
o21ai                 88
nor3                  32
nand2                 99
mux4                  44
clkdlybuf4s50         95
nand3                 28
ha                    97
o211ai                24
inv                   92
mux2i                 35
a22oi                 23
a211oi                27
nor2                 151
buf                   26
No activity file was given, so power comes from the tool's default toggle rates.
